--- flow/run.sh ---
#!/bin/bash
# OpenROAD 26Q1-2900-gdf79404cd8, Yosys 0.63+post, stock flow scripts
make -C /OpenROAD-flow-scripts/flow DESIGN_CONFIG=/design/flow/config.mk WORK_HOME=/design/flow/orfs finish
--- flow/config.mk ---
export PLATFORM = sky130hd
export DESIGN_NAME = top_module
export DESIGN_NICKNAME = top_module
export VERILOG_FILES = /design/flow/design.v
export SDC_FILE = /design/flow/constraint.sdc
export NUM_CORES = 4
export LEC_CHECK = 1
export CORE_UTILIZATION = 40
--- flow/constraint.sdc ---
current_design top_module

set clk_period 3.2
set clk_io_pct 0.2

create_clock -name clk0 -period $clk_period [get_ports {clk}]

set non_clock_inputs [all_inputs -no_clocks]
set_input_delay [expr $clk_period * $clk_io_pct] -clock clk0 $non_clock_inputs
set_output_delay [expr $clk_period * $clk_io_pct] -clock clk0 [all_outputs]
--- flow/design.v ---
`timescale 1ns / 1ps
module alarm_module(
    input clk,
    input rst,
    input [3:0] d0,
    input [3:0] d1,
    input [3:0] d2,
    input [3:0] d3,
    output reg buzzer
    );
    wire alarm_active;
    assign alarm_active = (d1 == 4'd1);
    always @(posedge clk or posedge rst) begin
        if (rst) begin
            buzzer <= 0;
        end else begin
            if (alarm_active)
                buzzer <= 1;
            else
                buzzer <= 0;
        end
    end
endmodule
`timescale 1ns / 1ps
module button_debounce(
    input clk,
    input btn_in,
    output reg btn_state,
    output wire btn_down
    );
    reg [18:0] count;
    reg btn_sync_0, btn_sync_1;
    always @(posedge clk) begin
        btn_sync_0 <= btn_in;
        btn_sync_1 <= btn_sync_0;
    end
    always @(posedge clk) begin
        if (btn_state != btn_sync_1) begin
            count <= count + 1;
            if (count == 500000) begin
                btn_state <= btn_sync_1;
                count <= 0;
            end
        end else begin
            count <= 0;
        end
    end
    reg btn_state_prev;
    always @(posedge clk) begin
        btn_state_prev <= btn_state;
    end
    assign btn_down = btn_state & ~btn_state_prev;
endmodule
`timescale 1ns / 1ps
module clock_divider(
    input clk,           
    input rst,
    output reg tick_scan,   
    output reg tick_count   
    );
    reg [15:0] cnt_scan;
    reg [25:0] cnt_timer;
    always @(posedge clk or posedge rst) begin
        if (rst) begin
            cnt_scan <= 0;
            tick_scan <= 0;
            cnt_timer <= 0;
            tick_count <= 0;
        end else begin
            if (cnt_scan == 49999) begin
                cnt_scan <= 0;
                tick_scan <= 1;
            end else begin
                cnt_scan <= cnt_scan + 1;
                tick_scan <= 0;
            end
            if (cnt_timer == 49999999) begin
                cnt_timer <= 0;
                tick_count <= 1;
            end else begin
                cnt_timer <= cnt_timer + 1;
                tick_count <= 0;
            end
        end
    end
endmodule
`timescale 1ns / 1ps
module counter_4digit(
    input clk,
    input rst,
    input tick_count,       
    output reg [3:0] dig0,  
    output reg [3:0] dig1,  
    output reg [3:0] dig2,  
    output reg [3:0] dig3   
    );
    always @(posedge clk or posedge rst) begin
        if (rst) begin
            dig0 <= 0;
            dig1 <= 0;
            dig2 <= 0;
            dig3 <= 0;
        end else if (tick_count) begin
            if (dig0 == 9) begin
                dig0 <= 0;
                if (dig1 == 9) begin
                    dig1 <= 0;
                    if (dig2 == 9) begin
                        dig2 <= 0;
                        if (dig3 == 9) begin
                            dig3 <= 0;
                        end else begin
                            dig3 <= dig3 + 1;
                        end
                    end else begin
                        dig2 <= dig2 + 1;
                    end
                end else begin
                    dig1 <= dig1 + 1;
                end
            end else begin
                dig0 <= dig0 + 1;
            end
        end
    end
endmodule
`timescale 1ns / 1ps
module display_scanner(
    input clk,
    input rst,
    input tick_scan,         
    input [3:0] d0,          
    input [3:0] d1,          
    input [3:0] d2,          
    input [3:0] d3,          
    output reg [15:0] shift_data,  
    output reg update_req    
    );
    reg [1:0] scan_idx;      
    reg [7:0] segments;
    reg [7:0] digit_sel;
    reg [3:0] current_hex;
    always @(*) begin
        case(current_hex)
            4'h0: segments = 8'b00111111;  
            4'h1: segments = 8'b00000110;  
            4'h2: segments = 8'b01011011;  
            4'h3: segments = 8'b01001111;  
            4'h4: segments = 8'b01100110;  
            4'h5: segments = 8'b01101101;  
            4'h6: segments = 8'b01111101;  
            4'h7: segments = 8'b00000111;  
            4'h8: segments = 8'b01111111;  
            4'h9: segments = 8'b01101111;  
            default: segments = 8'b00000000;
        endcase
    end
    always @(posedge clk or posedge rst) begin
        if (rst) begin
            scan_idx <= 0;
            update_req <= 0;
            shift_data <= 0;
            current_hex <= 0;
            digit_sel <= 8'b11111111;  
        end else begin
            update_req <= 0;  
            if (tick_scan) begin
                scan_idx <= scan_idx + 1;
                update_req <= 1;  
                case (scan_idx)  
                    2'b00: begin  
                        current_hex <= d0;
                        digit_sel <= 8'b11111110;  
                    end
                    2'b01: begin  
                        current_hex <= d1;
                        digit_sel <= 8'b11111101;
                    end
                    2'b10: begin  
                        current_hex <= d2;
                        digit_sel <= 8'b11111011;
                    end
                    2'b11: begin  
                        current_hex <= d3;
                        digit_sel <= 8'b11110111;  
                    end
                endcase
            end
            shift_data <= {digit_sel, segments};
        end
    end
endmodule
module hc595_driver(
    input wire clk,              
    input wire rst,
    input wire [15:0] data_in,   
    input wire start_send,
    output reg sclk,             
    output reg rclk,             
    output reg dio,              
    output reg busy
    );
    localparam IDLE = 0;
    localparam SHIFT = 1;
    localparam LATCH = 2;
    reg [1:0] state;
    reg [4:0] bit_cnt;           
    reg [15:0] shift_reg;
    reg [5:0] clk_div;
    always @(posedge clk or posedge rst) begin
        if (rst) begin
            state <= IDLE;
            sclk <= 0;
            rclk <= 0;
            dio <= 0;
            busy <= 0;
            bit_cnt <= 0;
            shift_reg <= 0;
            clk_div <= 0;
        end else begin
            if (state != IDLE) begin
                if (clk_div == 49) clk_div <= 0;  
                else clk_div <= clk_div + 1;
            end else begin
                clk_div <= 0;
            end
            case (state)
                IDLE: begin
                    rclk <= 0;
                    sclk <= 0;
                    busy <= 0;
                    if (start_send) begin
                        shift_reg <= data_in;
                        state <= SHIFT;
                        busy <= 1;
                        bit_cnt <= 0;
                    end
                end
                SHIFT: begin
                    if (clk_div == 25) begin
                        sclk <= 0;
                        dio <= shift_reg[15];  
                    end else if (clk_div == 49) begin
                        sclk <= 1;
                        shift_reg <= {shift_reg[14:0], 1'b0};
                        if (bit_cnt == 15) begin
                            state <= LATCH;
                        end else begin
                            bit_cnt <= bit_cnt + 1;
                        end
                    end
                end
                LATCH: begin
                    if (clk_div == 25) rclk <= 1;
                    else if (clk_div == 49) begin
                        rclk <= 0;
                        state <= IDLE;
                        busy <= 0;
                    end
                end
            endcase
        end
    end
endmodule
module top_module(
    input clk,
    input btn_rst,
    input btn_pause,
    output sclk,
    output rclk,
    output dio,
    output buzzer
    );
    wire rst;
    assign rst = btn_rst;
    wire tick_scan;
    wire tick_count;
    wire [3:0] dig0, dig1, dig2, dig3;
    wire [15:0] shift_data;
    wire update_req;
    reg update_reg_latched;
    wire driver_busy;
    reg running;
    clock_divider u_clk_div (
        .clk(clk),
        .rst(rst),
        .tick_scan(tick_scan),
        .tick_count(tick_count)
    );
    wire count_enable;
    assign count_enable = tick_count & running;
    counter_4digit u_counter (
        .clk(clk),
        .rst(rst),
        .tick_count(count_enable),
        .dig0(dig0),
        .dig1(dig1),
        .dig2(dig2),
        .dig3(dig3)
    );
    display_scanner u_scanner (
        .clk(clk),
        .rst(rst),
        .tick_scan(tick_scan),
        .d0(dig0), .d1(dig1), .d2(dig2), .d3(dig3),
        .shift_data(shift_data),
        .update_req(update_req)
    );
    wire btn_pause_clean;  
    wire btn_pause_press;
    button_debounce u_btn_pause (
        .clk(clk),
        .btn_in(btn_pause),
        .btn_state(),  
        .btn_down(btn_pause_press)
    );
    always @(posedge clk or posedge rst) begin
        if (rst) begin
            running <= 1;  
        end else begin
            if (btn_pause_press) begin
                running <= ~running;
            end
        end
    end
    hc595_driver u_driver (
        .clk(clk),
        .rst(rst),
        .data_in(shift_data),
        .start_send(update_req),  
        .sclk(sclk),
        .rclk(rclk),
        .dio(dio),
        .busy(driver_busy)
    );
    alarm_module u_alarm (
        .clk(clk),
        .rst(rst),
        .d0(dig0), .d1(dig1), .d2(dig2), .d3(dig3),
        .buzzer(buzzer)
    );
endmodule
==> impl_metrics.py <==
# Auto-generated metrics
metrics = {
    "status": {
        "status": "finished, final reports clean",
    },
    "worst_setup_path": {
        "critical_path_arrival_ns": 2.53,
        "path_max_fanout": 30,
        "critPathRequiredTime_ns": 3.46,
        "timing.rr.start": "u_driver.state[1]$_DFFE_PP0P_",
        "worstSetupStartpointType": "flop",
        "worstSetupPathType": "flop to flop",
        "reg2regPathDepth": 5,
        "critical_path.endpoint_type": "flop",
        "r2r-end": "u_driver.shift_reg[14]$_DFFE_PP0P_",
        "r2r_setup_slack_ns": 0.93,
    },
    "power": {
        "p_int_w": 0.00303,
        "switching_share_pct": 21.2,
        "comb_power_share_pct": 1.3,
        "p_seq_share_pct": 46.4,
        "clock_power_share_pct": 52.3,
        "p_sw_w": 0.000814,
        "power_w": 0.00384,
        "p_per_area_mw_per_mm2": 516,
        "peakVddDrop_mv": 0.365,
        "power.leakage_nw": 3.16,
    },
    "flow_run": {
        "drv_cap": 0,
        "warnings": 41,
    },
    "drt": {
        "dr_total_vias": 4419,
        "drt_iter0_markers": 318,
        "wl_per_cell_um": 11.9,
        "antenna_cells": 0,
        "vias_per_cell": 5.00,
        "wl_um": 10500,
        "firstDrtPassIters": 5,
        "drc_errors": 0,
        "ant_nets": 0,
    },
    "yosys": {
        "edf_count": 1,
        "async_flop_share_pct": 83.6,
        "yosysWarnings": 7,
        "synthDistinctLibCells": 53,
        "netlist_area_mm2": 0.00652,
        "ys_ff": 140,
        "synth_top_area_share_pct": 43.0,
        "ys_seq_share_pct": 52.2,
        "ys.flop_type": "dfrtp_1",
        "top_area_cell": "dfrtp_1",
        "synth.avg_cell_area_um2": 10.1,
        "yosys_cells": 644,
        "syn_inst": 644,
        "yosys_area_mm2": 0.00652,
        "topCellsByArea": "dfrtp_1 (43%), dfxtp_1 (6.8%), xnor2_1 (4.6%)",
    },
    "hold_path": {
        "whs_path_depth": 0,
        "min-delay-start": "u_btn_pause.btn_sync_0$_DFF_P_",
        "whs_endpoint": "u_btn_pause.btn_sync_1$_DFF_P_",
        "hold_path.class": "flop to flop",
    },
    "final_timing": {
        "skew_ns": 0.00661,
        "fin_crit_sh_pct": 71.0,
        "setup_viol": 0,
        "drv_slew": 0,
        "period_needed_ns": 2.27,
        "clock.fmax_mhz": 440,
        "setup_tns_ns": 0,
        "tightest_slew_ns": 0.751,
        "whs_ns": 0.332,
        "rsz0062_at_grt": "false",
        "slew-limit-headroom_pct": 49.9,
        "hold_viol_final": 0,
    },
    "final_layout": {
        "final_cell_mix": "dfrtp_1 (112), nor2_1 (68), nand2_1 (58)",
        "mostFrequentLayoutCell": "dfrtp_1",
        "combGateArea_mm2": 0.00295,
        "regMostFlops": "u_clk_div.cnt_timer",
        "nFillCells": 1423,
        "final_cells": 884,
        "syn2layout_area_growth_pct": 14.0,
        "drive_gt1_share_pct": 8.38,
        "top_regs": "u_clk_div.cnt_timer: 26 flops, u_btn_pause.count: 19 flops",
        "flop_area_mm2": 0.00340,
        "largest_reg_flops": 26,
    },
    "clock_network": {
        "postCtsSetupRepairBufs": 0,
        "clockBufferDepth": 2,
        "cts_root_buffer": "clkbuf_16",
        "cts_buffers": 17,
        "htreeDepth": 4,
        "clock-sinks": 140,
        "clk_latency_ns": 0.41,
        "cts_tree": "yes",
        "cts.clk_slew.worst_paths_ns": 0.06,
        "cts_hold_buf": 0,
        "cts_resized": 0,
    },
    "place": {
        "hpwl_um": 6750,
        "portBuffers": 6,
        "place_inst": 852,
        "globalplace.congestion": 0.840,
    },
    "floorplan": {
        "design.die.area_mm2": 0.0168,
        "die_h_um": 130,
        "io_pins": 7,
        "initCoreUtil_pct": 41.1,
        "row_count": 46,
        "die_w_um": 130,
        "core_area_mm2": 0.0159,
    },
    "grt": {
        "grt_remaining_overflow": 0,
        "first_global_vias": 4196,
        "grt_use_met3_pct": 3.17,
        "grt_util_met1_pct": 21.5,
        "use_met2_pct": 21.9,
        "busiest_layer": "met2",
        "grt_first_pass_wirelength_um": 18900,
        "grt_start_max_net_pins": 118,
        "grt.total_usage_pct": 14.1,
        "antenna_found_initial": 0,
    },
}
metrics by stage:
stage	util, %	area (µm²)	worst slack [ns]
global placement	43.0	6820	1.03
CTS	46.8	7430	0.937
global route	46.8	7430	0.723
floorplan	-	6530	1.13
detailed placement	43.0	6820	0.951
finish	46.8	7430	0.928
worst max path at each step:
stage | startpoint | endpoint | slack (ns) | depth (start not counted)
4_1_cts | u_driver.state[1]$_DFFE_PP0P_ | u_driver.shift_reg[14]$_DFFE_PP0P_ | 0.94 | 5
5_1_grt | u_driver.state[1]$_DFFE_PP0P_ | u_driver.shift_reg[5]$_DFFE_PP0P_ | 0.72 | 5
6_report | u_driver.state[1]$_DFFE_PP0P_ | u_driver.shift_reg[14]$_DFFE_PP0P_ | 0.93 | 5
per-layer routing:
metal / vias to the layer above / wire length [µm]
met5: - / 0
met3: 14 / 338
met1: 2113 / 5370
li1: 2244 / -
met4: 0 / 138
met2: 48 / 4650
cell usage after synthesis, types with 3 or more instances:
cell,number
o22ai_1,5
and3_1,10
a21o_1,6
a21oi_1,13
dfxtp_1,22
nand2b_1,10
nor2b_1,14
nand4_1,13
ha_1,23
and2_1,3
nor4_1,5
nor3b_1,6
or3_1,3
xor2_1,29
dfstp_2,5
nor4bb_1,3
mux2i_1,13
nor2_1,68
xnor2_1,34
a22o_1,6
o21ai_0,47
clkbuf_1,13
nand3b_1,6
nand3_1,38
a222oi_1,4
nor3_1,12
dfrtp_1,112
inv_1,26
mux2_2,5
nand2_1,58
power groups by stage:
| stage | clock, W | sequential (W) | combinational [W] |
|---|---|---|---|
| after CTS | 0.00207 | 0.00178 | 0.0000519 |
| after global routing | 0.00214 | 0.00178 | 0.0000588 |
| final | 0.00201 | 0.00178 | 0.0000487 |
area by class of cell:
cell class,instances,area share (%)
clock inverters,15,2.51
inverters,26,1.36
multi-input cells,461,39.7
well taps,216,3.64
repair buffers,9,1.28
clock buffers,17,5.72
flip-flops and latches,140,45.8
cells by family (layout without fill, tap and decap cells):
group	after synthesis	after routing	share of synthesized area, %
other cells	1	1	0.0575
mux	18	18	2.86
flops	140	140	52.2
compound gates	87	87	7.94
buf+inv	43	67	2.57
simple gates	269	269	21.5
fa+ha+maj	23	23	4.41
xor+xnor	63	63	8.46
worst max-delay path, stage by stage, from the launching register on:
cell	delay (ns)
dfrtp_1	0.41
inv_1	0.09
ha_1	0.26
o21ai_0	0.49
a21o_1	0.64
o21ai_0	0.21
No activity file was given, so power comes from the tool's default toggle rates.
